<file path="config.mk">
export PLATFORM = sky130hd
export DESIGN_NAME = deserializer
export DESIGN_NICKNAME = deserializer
export VERILOG_FILES = /design/flow/design.v
export SDC_FILE = /design/flow/constraint.sdc
export NUM_CORES = 4
export LEC_CHECK = 1
export CORE_AREA = 10 10 111 111
export DIE_AREA = 0 0 121 121
</file>
<file path="constraint.sdc">
current_design deserializer

set clk_period 3.6
set clk_io_pct 0.2

create_clock -name clk0 -period $clk_period [get_ports {clk}]

set non_clock_inputs [all_inputs -no_clocks]
set_input_delay [expr $clk_period * $clk_io_pct] -clock clk0 $non_clock_inputs
set_output_delay [expr $clk_period * $clk_io_pct] -clock clk0 [all_outputs]
</file>
<file path="design.v">
module ShiftRegister(shreg,reset,clk,in);
	output	[11:0] shreg;
	input	reset,in,clk;
	reg	[11:0] shreg;
	always @(negedge clk,negedge reset)
	begin
		if(~reset)
    			 shreg <= 12'b000000000000;
    		else
		begin
			if (in)
				shreg = {1'd1,shreg[11:1]};
			else
				shreg = {1'd0,shreg[11:1]};
		end
	end
	initial	
	begin
		shreg <= 12'b000000000000;
	end
endmodule
module deserializer(RX_Data,RX_Status,UART_RX,clk);
	output	[11:0]RX_Data;
	output	RX_Status;
	input	UART_RX,clk;
	reg	[11:0]RX_Data;
	reg	status=0,RX_Status=0;
	reg	[7:0]count=9,bitcount=0;
	wire	[11:0]shreg;
	ShiftRegister	sr(shreg,status,count[3],UART_RX);
	always	@(posedge clk)
	begin
		if(status==1)
		begin
			if(count==216)  
			begin
			  RX_Data[11:0]<=shreg[11:0];
				RX_Status<=1;
				count<=9;
			end
			else
			begin
				count<=count+1;
				RX_Status<=0;
			end
		end
		else
		begin
			count<=9;
			RX_Status<=0;
			if(UART_RX==0)
			     status<=1;
		end
	end
endmodule
</file>
<file path="run.sh">
#!/bin/bash
# OpenROAD 26Q1-2900-gdf79404cd8, Yosys 0.63+post, stock flow scripts
make -C /OpenROAD-flow-scripts/flow DESIGN_CONFIG=/design/flow/config.mk WORK_HOME=/design/flow/orfs finish
</file>
==> changes_impl.md <==
### Changed

- Most common logic cells in the final layout: clkdlybuf4s50_1, edfxtp_1, dfrtn_1, dfxtp_1, nand2_1
- PostCTS Resize Cnt: 0
- Met1 wire length: 699 um
- Placer Congestion: 0.765
- Clock transition at the registers of the reported paths: 0.07 ns
- Number of unconstrained endpoints: 24
- WHS: 0.430 ns
- Starting DRT DRC Count: 6
- Final setup vio count: 0
- Io pins: 15
- Clock Tree Root: clkbuf_8
- Vias in the first global route: 563
- Min cycle time layout: ~1.8 ns
- Ys flops: 34
- DR WL/cell: about 6.8 um
- Overall Global Routing Usage: 2.05%
- CTS buffer count: 3
- Post-CTS Setup Inserts: 0
- Setup CP Type: reg -> out
- First-pass GRT wire length: 2530 um
- CTS tree: built
- Final core utilization: 14.9%
- Register pins left without a clock: 12
- CP cell instances: clkdlybuf4s50_1
- HP Class: reg -> reg
- Clk buf depth: 2
- Vias/cell: 2.54
- Tool warnings: 26
- Worst-Margin Slew: 0.545 ns
- Die area: 0.0146 mm^2
- Layout cells sized above 1: 9.30%
- DR top layer: met4
- Setup TNS: 0 ns
- Layout overhead on the synthesized area: 34.7%
- Dominant cell area share: about a third
- # Cells Yosys: between 60 and 70
- Initial antenna violation count: 0
- Largest net degree at the start of global routing: 18
- WL met2: 606 um
- Max_slew headroom: ~64%
- CORE AREA: 0.00986 mm^2
- CP Launch Type: register
- Pwr per Cell Area: 331 mW/mm^2
- Cell family with most CP delay: buffers and inverters
- Required time worst endpoint: ~2.9 ns
- Routed wl met3: 182 um
- Critical Path AT: 1.06 ns
- Worst-path fanout max: 1
- Final Max Slew Viols: 0
- Yosys Chip Area: 0.00109 mm^2
- Drt drc: 0
- Max-cap viol count: 0
- Seq share, synth: between 70% and 80%
- Skew final: 0.00139 ns
- Port-buffer cells: 14
- Post-synth top area cell: edfxtp_1
- Largest cells by area after synthesis: edfxtp_1, dfrtn_1, dfxtp_1
- Critical Path Slowest Stage Cell: clkdlybuf4s50_1
- Fillers: 1073
- Leak: 0.501 nW
- VDD IR max: 0.171 mV
- Synth warn: 2
- Iteration count of the initial detailed-routing pass: 3
- Peak Freq: ~0.56 GHz
- Final ANT Viol Nets: 0
- Status: complete, no violations
- Chip width: about 120 um
- Total power: 485 uW
- Num rows: 36
- Synthesized area per cell: 16.0 um^2
- Grt ovf: 0
- Ant. Diodes: 0
- Cell Type Count: 21
- Worst stage delay on the critical path: 0.47 ns
- Insertion Delay late pin: between 0.2 and 0.3 ns
- Via count: between 500 and 600
- CP endpoint kind: output pin
- Die height: ~120 um
- Pre-Place Util: 11.0%
- Syn Std Cell Area: 0.00109 mm^2
- Final hold violations: 0
- Synthesized instance count: roughly 68
- Fin crit share: 49.6%
- RSZ-0062 raised after global routing: no
- Post-DP HPWL: 1140 um
- Most numerous logic cell after layout: clkdlybuf4s50_1
- Post-CTS Hold Buffers: 0
- H-tree levels: 1
- Crit path buf inv count: 1
- Total Wirelength: approximately 1500 um
## per-stage QoR
step	worst slack, ns	instance area [um^2]	std cells
detailed placement	1.97	1400	215
global placement	2.02	1400	215
CTS	1.80	1470	219
floorplan	2.18	1090	68
global route	1.77	1470	219
finish	1.82	1470	219
## cells in the mapped netlist
master	number
xnor2_1	1
ha_1	2
and2_1	2
dfxtp_1	10
and3_1	1
nand3_1	2
and4bb_4	1
xor2_1	1
inv_1	3
a21o_1	1
or3_1	2
edfxtp_1	12
and3_2	3
nand2_1	5
a31oi_1	3
a21oi_1	2
a311oi_1	2
dfrtn_1	12
nand3b_1	1
a22o_1	1
o21ai_0	1
## power by group
part	internal [mW]	switching, mW	total, mW
registers	0.262	0	0.262
logic	0.000954	0.000320	0.00127
clock network	0.148	0.0734	0.222
## registers in the layout, summed over array words and instances (netlist names)
name	flops
RX_Data	12
sr.shreg	12
count	8
RX_Status	1
status	1
## per-layer routing
metal / up-vias / GRT usage [%]
li1: 282 / -
met1: 256 / 2.30
met2: 16 / 3.44
met3: 2 / 1.04
met4: 0 / 0.377
met5: - / 0
## cell families (layout without fill, tap and decap cells)
group	after synthesis	after routing	synth area share (%)
fa+ha+maj	2	2	2.30
xor+xnor	2	2	1.61
buf+inv	3	21	1.03
flops	34	34	79.1
simple gates	17	17	9.77
compound gates	10	10	6.21
## layout make-up
class	count	area (um^2)	area share (%)
inverters	3	11.3	0.768
clock buffers	3	41.3	2.82
multi-input cells	31	216	14.8
repair buffers	14	140	9.56
well taps	133	166	11.3
clock inverters	1	30.0	2.05
flip-flops and latches	34	861	58.7
## final timing paths
kind / startpoint / to / slack (ns) / cells after the start
worst max-delay path: RX_Data[11] / RX_Data[11] / 1.82 / 1
worst max register to register: count[3] / RX_Data[10] / 1.96 / 2
worst min-delay path: count[0] / count[0] / 0.43 / 1
worst min register to register: count[0] / count[0] / 0.43 / 1
Power is estimated from default activity; no workload was simulated.
