`flow/design.v`:
```
module HammingDecoder(datain, dataout);
input [11:0] datain;
output reg[7:0] dataout;
reg [3:0] check=4'b0000;
reg [11:0] receive_data;
reg [7:0] data;
always @(datain) begin
	receive_data = datain;
	check[0] = datain[0]^datain[2]^datain[4]^datain[6]^datain[8]^datain[10];
	check[1] = datain[1]^datain[2]^datain[5]^datain[6]^datain[9]^datain[10];
	check[2] = datain[3]^datain[4]^datain[5]^datain[6]^datain[11];
	check[3] = datain[7]^datain[8]^datain[9]^datain[10]^datain[11];
	if (check != 0)
		receive_data[check-1] = ~receive_data[check-1];
	data[0] = receive_data[2];
	data[1] = receive_data[4];
	data[2] = receive_data[5];
	data[3] = receive_data[6];
	data[4] = receive_data[8];
	data[5] = receive_data[9];
	data[6] = receive_data[10];
	data[7] = receive_data[11];
	dataout = data;
end
endmodule
```
`flow/run.sh`:
```
#!/bin/bash
# OpenROAD 26Q1-2900-gdf79404cd8, Yosys 0.63+post, stock flow scripts
make -C /OpenROAD-flow-scripts/flow DESIGN_CONFIG=/design/flow/config.mk WORK_HOME=/design/flow/orfs finish
```
`flow/config.mk`:
```
export PLATFORM = sky130hd
export DESIGN_NAME = HammingDecoder
export DESIGN_NICKNAME = HammingDecoder
export VERILOG_FILES = /design/flow/design.v
export SDC_FILE = /design/flow/constraint.sdc
export NUM_CORES = 4
export LEC_CHECK = 1
export CORE_AREA = 10 10 81 81
export DIE_AREA = 0 0 91 91
```
`flow/constraint.sdc`:
```
current_design HammingDecoder

set clk_period 7.0
set clk_io_pct 0.2

create_clock -name clk0 -period $clk_period

set non_clock_inputs [all_inputs -no_clocks]
set_input_delay [expr $clk_period * $clk_io_pct] -clock clk0 $non_clock_inputs
set_output_delay [expr $clk_period * $clk_io_pct] -clock clk0 [all_outputs]
```
==> impl_metrics.json <==
{
  "combGateArea_um2": 1070,
  "wire_per_inst_um": 13.2,
  "required_ps": 5600,
  "grt_util_all_layers_pct": 7.41,
  "ios": 20,
  "ys_sh_simple_pct": 27.6,
  "cpPeakStageDelay_ps": 480,
  "warning_count": 34,
  "antenna_found_initial": 0,
  "hold_viol_final": 0,
  "register_area_um2": 0,
  "first_pass_iters": 4,
  "arrival_ps": 5400,
  "holdWs_ps": 3620,
  "synth_cell_types": 46,
  "compound_area_share_pct": 18.3,
  "synthMuxAreaShare_pct": 7.55,
  "synth_area_um2": 1010,
  "grt_pass1_wl_mm": 5.40,
  "seq_area_frac_synth_pct": 0,
  "core_um2": 4820,
  "place_area_um2": 1470,
  "cap_violations": 0,
  "grt_pass1_vias": 1129,
  "drv_slew": 0,
  "dpl.hpwl_mm": 2.54,
  "synth_adder_area_share_pct": 12.4,
  "wl_mm": 3.17,
  "crit_family": "buffers and inverters",
  "dieArea_um2": 8280,
  "use_met2_pct": 12.2,
  "nFillCells": 485,
  "drive_above_1_share_pct": 35.8,
  "die_y_um": 91,
  "drc": 0,
  "drt_iter0_drc": 59,
  "path_buffers": 5,
  "crit_fanout": 10,
  "peakVddDrop_uv": 167,
  "grtUsageMet1_pct": 10.4,
  "synth_area_per_cell_um2": 7.84,
  "n_antenna_cell": 0,
  "finalCritPeriodShare_pct": 97.1,
  "crit_slowest_cell": "clkdlybuf4s50_1",
  "postLayoutCellArea_um2": 1650,
  "worstMarginPinSlew_ps": 462,
  "ys_cells": 129,
  "area_delta_synth_final_pct": 63.5,
  "met3_usage_pct": 1.16,
  "nClkBuffers": 0,
  "place.port_buffers": 20,
  "fmax_ghz": 0.147,
  "crit_path_start_kind": "input port",
  "fp_util_pct": 21.0,
  "end_kind": "output port",
  "flops": 0,
  "setup-violations-final": 0,
  "grt_max_degree": 14,
  "rows": 25,
  "routed_via_density": 4.72,
  "final_antenna_net_count": 0,
  "ys_sh_xor_pct": 25.0,
  "ys_top_logic_family": "simple AND/OR/NAND/NOR gates",
  "status": "finished clean",
  "grt_overflow": 0,
  "yosysWarningCount": 1,
  "gp_congestion": 0.896,
  "dr_total_vias": 1132,
  "dieWidth_um": 91,
  "powerDensity_nw_per_um2": 285,
  "worstSetupPathType": "input port to output port",
  "maxSlewHeadroom_pct": 69.2,
  "hp-class": "input port to output port",
  "p_leak_nw": 0.703,
  "cts_hold_buf": 0,
  "grt_busiest_layer": "met2",
  "netlist_instances": 129,
  "min_period_ps": 6800,
  "path_cells": "clkdlybuf4s50_1 -> buf_4 -> xnor3_1 -> xnor2_2 -> buf_4 -> nor2_1 -> nand2_1 -> inv_2 -> ha_1 -> nor4b_2 -> nand3_1 -> a41oi_2 -> nand3_4 -> nor4_4 -> mux2_2 -> clkdlybuf4s50_1",
  "yosys-stat-area_um2": 1010
}
[through the flow]
stage                     setup WS [ps]  instances  TNS [ps]  total power, mW  utilization [%]
after detailed placement           -237        238     -1380            0.387             30.6
after floorplan                     670        129         0            0.254                -
after CTS                          16.0        239         0            0.438             32.2
after global routing              -12.9        240     -34.8            0.518             34.3
after global placement             -233        238     -1200            0.391             30.6
final                               201        240         0            0.471             34.3
[cells in the mapped netlist (3+ instances only)]
master    instances  area (µm²)
a211oi_1          3        22.5
a21oi_1           3        15.0
nor3_1            7        35.0
nand3_1           6        30.0
mux2_1            4        45.0
xnor2_1          10        87.6
ha_1             10         125
nor4_1            4        25.0
xnor3_1           3        67.6
buf_2             4        20.0
o311ai_0          4        35.0
nor2_1            7        26.3
inv_1             8        30.0
o21ai_0           5        25.0
nand2_1          11        41.3
[cells in the final DEF, fill, tap and decap left out, types with 5 or more instances in the layout]
| master | n |
|---|---|
| ha_1 | 9 |
| dlymetal6s2s_1 | 5 |
| nand3_1 | 5 |
| buf_4 | 33 |
| nand2_1 | 11 |
| nor3_1 | 6 |
| nor2_1 | 6 |
| clkdlybuf4s50_1 | 15 |
| xnor2_1 | 7 |
| inv_1 | 7 |
[final cells by class]
| cell class | instances | share of cell area, % |
|---|---|---|
| inverter | 10 | 2.27 |
| tap | 67 | 5.07 |
| timing repair buffer | 53 | 27.9 |
| multi-input combinational | 110 | 64.8 |
[report_power, final]
group	switching (mW)	internal, mW	leakage, nW
logic	0.253	0.218	0.703
clock network	0	0	0
registers	0	0	0
total	0.253	0.218	0.703
[repair_timing]
| item | 4_1_cts | 5_1_grt |
|---|---|---|
| setup endpoints to repair | 7 | 8 |
| cloned | 0 | 0 |
| setup buffers | 1 | 1 |
| resized | 14 | 19 |
| pin swaps | 2 | 4 |
[path summary, 6_finish.rpt]
| kind | from | to | slack [ps] | depth (start not counted) |
|---|---|---|---|---|
| max | datain[11] | dataout[6] | 200 | 16 |
| min | datain[9] | dataout[5] | 3620 | 5 |
[worst min-delay path, stage by stage]
cell and delay (ps):
dlymetal6s2s_1 150, buf_4 140, inv_1 40, mux2i_1 70, clkdlybuf4s50_1 420
[logic make-up after synthesis]
kind of cell | after synthesis
and+or+nand+nor | 48
AOI/OAI and AO/OA | 26
buffers and inverters | 19
xor gates and xnor gates | 19
adders and majority gates | 10
muxes | 7
[layer usage]
metal,up-vias,wire [µm]
met5,-,0
met4,0,23
met3,2,204
met2,46,1450
met1,515,1490
li1,569,-
Power and IR drop assume default switching activity.
