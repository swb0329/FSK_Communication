==> design/flow/design.v <==
module counter(num,enable,reset,signal);
	output [9:0]num;
	input  enable,reset,signal;
	reg   [9:0]count=0;
	assign num=count;
	always@(posedge signal or negedge reset)
	begin
		if(~reset)
		  count<=0;
		else
		begin
		if(enable)
			count<=count+1;
		end		
	end
endmodule
module	fsk_demodulator(signal_out,signal_in,sysclk);
	output	signal_out;
	input	signal_in,sysclk;
	reg enable=0,reset=1,signal_out=1;
	reg [9:0]count=0;
	reg [9:0]result=0,result_prev=0;
	wire   [9:0]num;
	counter	c(num,enable,reset,signal_in);
	always@(posedge sysclk)
	begin
		if(signal_in==0&&enable==0)
			enable<=1;
		if(count==15)
		begin
			result_prev<=result;
			result<=num;
			reset<=0;
			count<=0;
		end
		else
		begin
			if(enable==1)
			begin
				count<=count+1;
				reset<=1;
			end
		end
		if(result>5)
			signal_out<=1;
		else		
		begin
			if(result>0)
				signal_out<=0;
			else
				signal_out<=1;
		end
	end
endmodule
==> design/flow/run.sh <==
#!/bin/bash
# OpenROAD 26Q1-2900-gdf79404cd8, Yosys 0.63+post, stock flow scripts
make -C /OpenROAD-flow-scripts/flow DESIGN_CONFIG=/design/flow/config.mk WORK_HOME=/design/flow/orfs finish
==> design/flow/config.mk <==
export PLATFORM = sky130hd
export DESIGN_NAME = fsk_demodulator
export DESIGN_NICKNAME = fsk_demodulator
export VERILOG_FILES = /design/flow/design.v
export SDC_FILE = /design/flow/constraint.sdc
export NUM_CORES = 4
export LEC_CHECK = 1
export CORE_AREA = 10 10 95 95
export DIE_AREA = 0 0 105 105
==> design/flow/constraint.sdc <==
current_design fsk_demodulator

set clk_period 1.0
set clk_io_pct 0.2

create_clock -name clk0 -period $clk_period [get_ports {signal_in}]
create_clock -name clk1 -period $clk_period [get_ports {sysclk}]

set non_clock_inputs [all_inputs -no_clocks]
set_input_delay [expr $clk_period * $clk_io_pct] -clock clk0 $non_clock_inputs
set_output_delay [expr $clk_period * $clk_io_pct] -clock clk0 [all_outputs]
==> impl_metrics.tcl <==
# collected from the flow reports
set metrics [dict create \
    grt_pass1_vias 844 \
    top_cells_by_area "edfxtp_1 26%, dfrtp_1 20%, dfxtp_1 19%, xnor2_1 6.9%, xor2_1 4.9%" \
    cp_data_arrival_time_ps 1250 \
    final-max-slew-violation-count 0 \
    hp-class "register to async pin" \
    grt_first_pass_wirelength_um 3840 \
    top_area_cell "edfxtp_1" \
    num_antenna_cells 0 \
    place_worst_setup_slack_ps -275 \
    crit_top_cell "and3_4" \
    antenna_found_initial 0 \
    required_ps 970 \
    yosysTopAreaCellShare_pct 26.2 \
    portBuffers 1 \
    worst_slack_ps -282 \
    rsz0062_at_grt "true" \
    vias 845 \
    ir_drop_mv 0.712 \
    r2r-end "result[5]$_DFFE_PN_" \
    leakage_nw 0.797 \
    overflow 0 \
    final_layout_size_suffix_gt1_share_pct 50.7 \
    first_pass_iters 4 \
    dp.cells 222 \
    critPathKind "register to register" \
    drt_iter0_markers 32 \
    area_growth_pct 58.8 \
    finalSetupViolCount 27 \
    yosysWarnings 2 \
    tool_warnings 30 \
    ant_nets 0 \
    layoutNonFillerInstCount 240 \
    dieHeight_um 105 \
    die_w_um 105 \
    lay_top_cells "22 x buf_4, 11 x edfxtp_1, 9 x clkbuf_8" \
    synth-edff-count 11 \
    status "finished with violations" \
    viasPerCell 3.52 \
    power_density_nw_per_um2 2680 \
    end_kind "register" \
    clk_pin_slew_worst_paths_ps 80 \
    yosys-stat-area_um2 1260 \
    grt_max_degree 13 \
    cp-start-kind "register" \
    drt_drc_violations_left 0 \
    cts_tree "built" \
    ys_seq_elements 33 \
    avgRoutedWirePerCell_um 9.34 \
    syn_area_per_cell_um2 12.4 \
    cpPeakStageDelay_ps 360 \
    max_cap_violations 0 \
    core_um2 6910 \
    violations "negative setup slack" \
    clock_skew_ps 8.74 \
    r2r_slack_ps -280 \
    cts_hold_buf 0 \
    yosysUniqueCellTypes 21 \
    ys.flop_type "dfxtp_1" \
    syn_area_um2 1260 \
    place_hpwl_um 1450 \
    timing.setup.tns_ps -5480 \
    critPathMaxFanout 11 \
    wl_um 2240 \
    reg2reg_depth 4 \
    grtUsageTotal_pct 4.04 \
    chipArea_um2 11000 \
    core.rowCount 30 \
    cp_cell_sequence "ha_4 > and3_4 > and3_4 > buf_12" \
    fp_util_pct 18.3 \
    lay_top_count "buf_4" \
    worst_path_max_delay_cell "dfxtp_2" \
    yosysSeqAreaShare_pct 65.0 \
    boundaryPins 3 \
    async_flop_share_pct 30.3 \
    reg2reg_from "count[1]$_SDFFE_PN0P_" \
    gp_congestion 0.796 \
    hold_viol_final 0 \
    ys_cells 102 \
    syn_inst 102 \
]
-- report_power, final --
part / total, mW / internal, mW / switching (mW)
Combinational: 1.94 / 1.21 / 0.732
Sequential: 2.13 / 1.78 / 0.347
Clock: 1.30 / 0.826 / 0.477
-- logic make-up after synthesis --
group / count (synthesis) / share of synthesized area (%)
xor gates and xnor gates: 17 / 11.8
DFF: 33 / 65.0
AOI/OAI and AO/OA: 2 / 0.793
adders and majority gates: 2 / 1.98
and+or+nand+nor: 40 / 16.2
buffers and inverters: 4 / 1.39
muxes: 3 / 2.58
other: 1 / 0.297
-- worst max path at each step --
stage                            startpoint             endpoint  slack, ps
final                 count[1]$_SDFFE_PN0P_  result[5]$_DFFE_PN_       -280
after global routing  count[1]$_SDFFE_PN0P_  result[4]$_DFFE_PN_       -320
after CTS             count[1]$_SDFFE_PN0P_  result[6]$_DFFE_PN_       -290
-- through the flow --
| stage | power [mW] | cell area, µm² | utilization (%) | hold slack, ps |
|---|---|---|---|---|
| global placement | 3.43 | 1650 | 23.8 | 165 |
| detailed placement | 3.44 | 1650 | 23.8 | 163 |
| global route | 5.73 | 2000 | 29.0 | 130 |
| finish | 5.37 | 2000 | 29.0 | 102 |
| floorplan | 2.80 | 1320 | - | 119 |
| CTS | 5.05 | 1900 | 27.6 | 104 |
-- cells in the mapped netlist, types with 3 or more instances --
library cell	count
nand2_1	6
nand4_1	6
edfxtp_1	11
nor4_1	3
and3_1	5
nor3_1	3
nand3_1	4
xnor2_1	10
dfrtp_1	10
xor2_1	7
nor2_1	11
dfxtp_1	12
-- final cells by class --
class                           count  area (µm²)
Timing Repair Buffer               34         325
Inverter                            2        7.51
Tap cell                           96         120
Clock buffer                       10         128
Multi-Input combinational cell     65         592
Fill cell                         693        4900
Sequential cell                    33         832
-- repair_timing --
item	in CTS	in global routing
setup endpoints to repair	30	34
pin swaps	12	11
resized	20	20
setup buffers	5	4
-- metal layers --
layer / share of wire (%) / vias up / global-route usage, %
met5: 0 / - / 0
met4: 4.1 / 0 / 2.06
met3: 2.1 / 5 / 1.37
met2: 43 / 8 / 5.12
met1: 50 / 395 / 5.90
li1: - / 437 / -
-- flip-flops by register name, indices dropped and copies added, names as in the netlist --
name	flops
result	10
signal_out	1
enable	1
count	10
c.count	10
reset	1
-- worst max-delay path: cells and delay by family (launching register included) --
kind | cells | cell delay [ps]
and+or+nand+nor | 2 | 370
DFF | 1 | 360
adders and majority gates | 1 | 140
buffers and inverters | 1 | 130
No activity file was given, so power comes from the tool's default toggle rates.
